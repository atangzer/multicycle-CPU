--- run.sh ---
#!/bin/bash
# OpenROAD 26Q1-2900-gdf79404cd8, Yosys 0.63+post, stock flow scripts
make -C /OpenROAD-flow-scripts/flow DESIGN_CONFIG=/design/flow/config.mk WORK_HOME=/design/flow/orfs finish
--- config.mk ---
export PLATFORM = sky130hd
export DESIGN_NAME = Counter_x
export DESIGN_NICKNAME = Counter_x
export VERILOG_FILES = /design/flow/design.v
export SDC_FILE = /design/flow/constraint.sdc
export NUM_CORES = 4
export LEC_CHECK = 1
export CORE_UTILIZATION = 40
--- constraint.sdc ---
current_design Counter_x

set clk_period 1.4
set clk_io_pct 0.2

create_clock -name clk0 -period $clk_period [get_ports {clk}]
create_clock -name clk1 -period $clk_period [get_ports {clk0}]

set non_clock_inputs [all_inputs -no_clocks]
set_input_delay [expr $clk_period * $clk_io_pct] -clock clk0 $non_clock_inputs
set_output_delay [expr $clk_period * $clk_io_pct] -clock clk0 [all_outputs]
--- design.v ---
`timescale 1ns / 1ps
module Counter_x(input clk,
					input rst,
					input clk0,
					input clk1,
					input clk2,
					input counter_we,
					input [31:0] counter_val,
					input [1:0] counter_ch,				 
					output counter0_OUT,
					output counter1_OUT,
					output counter2_OUT,
					output [31:0] counter_out
					);
reg [32:0] counter0,counter1,counter2;
reg [31:0] counter0_Lock,counter1_Lock,counter2_Lock;
reg [23:0] counter_Ctrl;
reg sq0,sq1,sq2,M0,M1,M2,clr0,clr1,clr2;
	always @ (posedge clk or posedge rst) begin 
		if (rst )
			begin counter0_Lock <=0;counter1_Lock <=0;counter2_Lock <=0;counter_Ctrl<=0; end
		else	 	
			if (counter_we) begin
				case(counter_ch)
					2'h0: begin counter0_Lock <= counter_val;  M0<=1; end	 
					2'h1: begin counter1_Lock <= counter_val;  M1<=1; end  
					2'h2: begin counter2_Lock <= counter_val;  M2<=1; end  
					2'h3: begin counter_Ctrl <= counter_val[23:0];    end  
				endcase
				end
			else begin counter0_Lock <=counter0_Lock;
						  counter1_Lock <=counter1_Lock;
						  counter2_Lock <=counter2_Lock;
						  counter_Ctrl<=counter_Ctrl;
						  if(clr0) M0<=0;
						  if(clr1) M1<=0;
						  if(clr2) M2<=0;						  
					end
	end
	always @ (posedge clk0 or posedge rst) begin 
		if (rst )
			begin counter0<=0; sq0<=0; end
		else
			case(counter_Ctrl[2:1])
				2'b00: begin if (M0) begin counter0 <= {1'b0,counter0_Lock}; clr0<=1; end 
								 else if  (counter0[32]==0)begin counter0 <= counter0 - 1'b1; clr0<=0; end
						 end  
				2'b01: begin if (counter0[32]==0) counter0 <= counter0 - 1'b1; else counter0 <={1'b0,counter0_Lock}; end
				2'b10: begin sq0<=counter0[32];
						 if (sq0!=counter0[32]) counter0[31:0] <= {1'b0,counter0_Lock[31:1]}; else counter0 <= counter0 - 1'b1;end  
				2'b11: counter0 <= counter0 - 1'b1; 
			endcase
	end
	assign counter0_OUT=counter0[32];
	assign counter1_OUT=counter1[32];
	assign counter2_OUT=counter2[32];
	assign counter_out = counter0[31:0];
endmodule
==> results.ini <==
[outcome]
run_status=finished, violations left
violations=negative setup slack

[global_routing]
first_global_vias=4281
grt_util_all_layers_pct=27.9
antenna_found_initial=0
grt.overflow.total=0
grt_start_max_net_pins=40
grt_first_pass_wirelength_um=22800

[sta]
fin_skew_ns=0.00848
holdWs_ns=0.453
grt_setup_unrepaired=true
post-route-worst-setup-slack_ns=-0.852
slew_viols_final=0
finalSetupViolCount=37
hold_violations=0

[worst_hold_path]
hold_path_end=M0$_DFFE_PP_
min_from=counter_we
worstHoldPathType=in -> reg
worstHoldPathCells=2

[worst_setup_path]
r2r-start=counter0[26]$_DFFE_PP0P_
rrSetupSlack_ns=-0.85
cp-start-kind=flip-flop
timing.reg2reg.worst_path_depth=7
cp_data_required_time_ns=1.61
timing.critical_path.arrival_ns=2.46
criticalPathCategory=reg -> reg
r2r-end=counter0[32]$_DFFE_PP0P_
end_kind=flip-flop
critical_path.max_fanout=2

[layout]
flow.area_growth_from_synthesis_pct=71.1
drive_gt1_share_pct=43.9
mostFrequentLayoutCell=sky130_fd_sc_hd__buf_4
lay_top_cells=97 x sky130_fd_sc_hd__buf_4, 67 x sky130_fd_sc_hd__dfrtp_1, 62 x sky130_fd_sc_hd__buf_6
final_non_filler_cell_total=778
num-fill-cells=678

[floorplanning]
design.core.area_mm2=0.00991
fp_util_pct=41.9
design.die.area_mm2=0.0108
die.size.x_um=104
fp-row-count=36
floorplan.io_pins=75
die.size.y_um=104

[placed_design]
placement.io_buffers=69
post-dp-hpwl_um=9160
placement.setup.worst_slack_ns=-0.873
globalplace.congestion=0.895
dp_cells=711

[power]
share_comb_of_total_power_pct=61.5
total_switching_power_uw=5060
max-vdd-ir-drop_v=0.000966
power.share.switching_pct=38.3
power_density_mw_per_mm2=1860
power.leakage_uw=0.00302
p_int_uw=8160
share_clk_of_total_power_pct=13.2
part_of_the_power_in_registers_pct=25.3

[drt]
vias_per_cell=5.70
drc=0
dr.first_iter.drc_count=267
detailroute.via_count=4438
firstDrtPassIters=8
wl_per_cell_um=18.8
antenna_cells_inserted=0
drt-total-wl_um=14600
drt.antenna.violating_nets=0

[synth]
yosys.stat.chipArea_mm2=0.00415
seq_total_area_yosys_pct=42.4
ys_ff=70
yosys_warnings=3
synth_cell_type_count=61
postSynth.asyncResetShare_pct=97.1
netlist_instances=422
count_of_flip_flops_with_a_built_in_enable_after_synthesis=2
synthesis.area_mm2=0.00415
synth_stat.cells=422
synth.avg_cell_area_um2=9.84
ff_type=sky130_fd_sc_hd__dfrtp_1

[job]
drv.max_cap_violation_count=0
tool_warnings=32

[clock_tree]
cts_num_sinks=70
clkTransAtPathRegs_ns=0.08
cts_hold_buffers_added=0
tritoncts=yes

==> metal layers <==
| layer | share of wire [%] | routed length (um) | GRT usage, % | vias to the layer above |
|---|---|---|---|---|
| met2 | 45 | 6560 | 41.3 | 216 |
| met4 | 2.8 | 407 | 6.22 | 0 |
| met3 | 8.4 | 1230 | 7.40 | 39 |
| li1 | - | - | - | 2044 |
| met5 | 0 | 0 | 0 | - |
| met1 | 44 | 6410 | 42.3 | 2139 |
==> kinds of logic after synthesis <==
logic type / synth area share (%)
AND-OR/OR-AND: 22.0
XOR/XNOR: 5.27
adder cells (fa/ha/maj): 0.904
buffers and inverters: 4.70
flip-flops: 42.4
multiplexers: 9.64
other: 0.0903
AND/OR/NAND/NOR: 14.9
==> layout make-up <==
type	instances	area [um2]	area share [%]
tap	133	166	2.34
clock buffer	13	159	2.24
inverter	16	63.8	0.898
sequential	70	1760	24.8
multi-input combinational	307	2630	37.1
timing repair buffer	236	2280	32.1
clock inverter	3	40.0	0.564
==> sequential cells by signal, summed over array words and instances (netlist names) <==
register	flops
counter0_Lock	32
counter_Ctrl	2
clr0	1
counter0	33
M0	1
sq0	1
==> synthesized netlist by cell type, types with 3 or more instances <==
cell type | number | area share, %
sky130_fd_sc_hd__dfrtp_1 | 68 | 41
sky130_fd_sc_hd__o21ai_0 | 40 | 4.8
sky130_fd_sc_hd__mux2_2 | 32 | 8.7
sky130_fd_sc_hd__a21oi_1 | 24 | 2.9
sky130_fd_sc_hd__clkbuf_1 | 24 | 2.2
sky130_fd_sc_hd__nor2_1 | 23 | 2.1
sky130_fd_sc_hd__nand2_1 | 21 | 1.9
sky130_fd_sc_hd__xnor2_1 | 19 | 4.0
sky130_fd_sc_hd__a222oi_1 | 18 | 4.3
sky130_fd_sc_hd__inv_1 | 15 | 1.4
sky130_fd_sc_hd__a22oi_1 | 11 | 2.0
sky130_fd_sc_hd__nor3_1 | 11 | 1.3
sky130_fd_sc_hd__nor4_1 | 9 | 1.4
sky130_fd_sc_hd__nand2b_1 | 8 | 1.2
sky130_fd_sc_hd__o21ai_1 | 6 | 0.72
sky130_fd_sc_hd__xor2_1 | 6 | 1.3
sky130_fd_sc_hd__a221oi_1 | 5 | 1.1
sky130_fd_sc_hd__nand3_1 | 5 | 0.60
sky130_fd_sc_hd__o211ai_1 | 5 | 0.90
sky130_fd_sc_hd__o221ai_1 | 5 | 1.1
sky130_fd_sc_hd__a22o_1 | 4 | 0.84
sky130_fd_sc_hd__mux2i_1 | 4 | 0.96
sky130_fd_sc_hd__a211oi_1 | 3 | 0.54
sky130_fd_sc_hd__ha_1 | 3 | 0.90
sky130_fd_sc_hd__o31ai_1 | 3 | 0.54
sky130_fd_sc_hd__or3_1 | 3 | 0.45
sky130_fd_sc_hd__or4_1 | 3 | 0.54
==> how the worst max path moves through the flow <==
| stage | from | end | slack, ns | cells after the start |
|---|---|---|---|---|
| finish | counter0[26]$_DFFE_PP0P_ | counter0[32]$_DFFE_PP0P_ | -0.85 | 7 |
| global route | counter0[1]$_DFFE_PP0P_ | counter0[32]$_DFFE_PP0P_ | -0.90 | 10 |
| CTS | counter0[26]$_DFFE_PP0P_ | counter0[32]$_DFFE_PP0P_ | -0.83 | 7 |
==> power by group through the flow <==
stage	clock network (uW)	registers, uW	logic [uW]
after CTS	1780	3320	7660
after global routing	1850	3420	8680
final	1740	3340	8140
==> stage by stage <==
stage | cell area (um2) | total power, uW | setup TNS, ns | utilization [%]
finish | 7100 | 13200 | -17.26 | 71.7
global route | 7100 | 14000 | -20.42 | 71.7
CTS | 6880 | 12800 | -14.36 | 69.4
detailed placement | 5950 | 9700 | -24.60 | 60.0
global placement | 5950 | 9640 | -23.18 | 60.0
floorplan | 4320 | 6310 | -10.12 | -
==> worst max-delay path, cell delays in order, from the launching register on <==
cell,delay [ns]
sky130_fd_sc_hd__dfrtp_1,0.39
sky130_fd_sc_hd__or4_4,0.54
sky130_fd_sc_hd__or3_4,0.36
sky130_fd_sc_hd__or3_4,0.36
sky130_fd_sc_hd__ha_4,0.17
sky130_fd_sc_hd__nor3_2,0.10
sky130_fd_sc_hd__a211oi_1,0.08
sky130_fd_sc_hd__a31oi_1,0.18
==> repair_timing <==
action	in CTS	in global routing
gates cloned	2	0
endpoints found under the setup margin	95	53
pin swaps	11	29
resized	151	49
setup buffers	43	25
No activity file was given, so power comes from the tool's default toggle rates.
