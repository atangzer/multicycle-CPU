===== flow/run.sh =====
#!/bin/bash
# OpenROAD 26Q1-2900-gdf79404cd8, Yosys 0.63+post, stock flow scripts
make -C /OpenROAD-flow-scripts/flow DESIGN_CONFIG=/design/flow/config.mk WORK_HOME=/design/flow/orfs finish

===== flow/config.mk =====
export PLATFORM = sky130hd
export DESIGN_NAME = Regs
export DESIGN_NICKNAME = Regs
export VERILOG_FILES = /design/flow/design.v
export SDC_FILE = /design/flow/constraint.sdc
export NUM_CORES = 4
export LEC_CHECK = 1
export CORE_UTILIZATION = 50

===== flow/constraint.sdc =====
current_design Regs

set clk_period 6.5
set clk_io_pct 0.2

create_clock -name clk0 -period $clk_period [get_ports {clk}]

set non_clock_inputs [all_inputs -no_clocks]
set_input_delay [expr $clk_period * $clk_io_pct] -clock clk0 $non_clock_inputs
set_output_delay [expr $clk_period * $clk_io_pct] -clock clk0 [all_outputs]

===== flow/design.v =====
`timescale 1ns / 1ps
module  Regs(input clk, rst, L_S, 
		       input [4:0] R_addr_A, R_addr_B, Wt_addr, 
		       input [31:0] Wt_data,
		       output [31:0] rdata_A,  rdata_B
		    );
	reg [31:0] register [1:31]; 		 
   integer i;
	assign rdata_A = (R_addr_A == 0) ? 0 : register[R_addr_A];	    	 
	assign rdata_B = (R_addr_B == 0) ? 0 : register[R_addr_B];   	 
	always @(posedge clk or posedge rst)  begin
		if (rst == 1) begin 
			for (i=1; i<32; i=i+1) begin
				register[i] <= 0; 		 
			end
		end else if ((Wt_addr != 0) && (L_S == 1)) begin
			register[Wt_addr] <= Wt_data;      			 
		end
	end
endmodule

==> results.toml <==
# flow metrics
[job]
maxCapViolCount = 0
warning_count = 35

[global_routing]
grt_first_pass_wirelength_mm = 339
grt_antenna_before_repair = 14
grt_overflow = 0
grt_use_met1_pct = 67.3
grt_util_all_layers_pct = 52.0
grt_pass1_vias = 42100
grt_start_max_net_pins = 112
met3_usage_pct = 31.8
grt-busiest-layer = "met1"
use_met2_pct = 67.2

[run_status]
violations = "setup timing"
status = "finished with violations"

[critical_path]
critPathKind = "primary input to output pin"
crit_path_top_delay_cell = "nor3_4"
crit_path_max_fanout = 18
cp-end-kind = "output pin"
cp_cell_sequence = "clkdlybuf4s50_1, buf_4, or2_1, nor3_4, buf_4, a22oi_1, nand4_1, nor3_1, a31oi_1, clkdlybuf4s50_1"
crit_path_start_kind = "primary input"
critPathRequiredTime_ns = 5.20
critPathArrivalTime_ns = 5.24
critPathMaxStageDelay_ns = 0.84

[placement]
pre_cts_ws_ns = -0.159
place.gp.congestion = 1.08
dpl-instance-area_mm2 = 0.0538
dp_hpwl_mm = 154
port-buffer-count = 113

[detailed_routing]
via_per_inst = 7.57
num_vias = 43100
drt_iter0_drc = 5558
post_drt_wl_per_cell_um = 43.4
dr.pass1.iters = 13
drc = 0
ant_nets = 0
routed_wl_mm = 247

[finish]
top_register = "register"
largest_register_ffs = 992
stdcell_area_mm2 = 0.0575
drive_gt1_share_pct = 36.0
syn_to_final_growth_pct = 16.1
largest_registers = "register: 992 flops"

[power]
p_sw_share_pct = 28.4
p_seq_share_pct = 49.3
p_sw_mw = 4.94
clockPowerShare_pct = 36.7
p_total_mw = 17.4
irDropWorstVdd_mv = 0.261
power_density_mw_per_mm2 = 303
p_leak_nw = 25.0
intPower_mw = 12.5
power_frac_comb_pct = 13.9

[cts]
clock_sink_count = 992
cts_tree = "yes"
root_buffer = "clkbuf_16"
cts_buffers = 108
insertion_delay_ns = 0.71
hold_buffers = 0
htreeDepth = 3
clockBufferDepth = 3
clk_pin_slew_ns = 0.06

[sta]
hold_ws_ns = 0.527
slew_violations = 0
rsz0062_at_grt = "no"
period_used_pct = 101
relSlewSlack_pct = 27.8
hold_violations = 0
final.setup_skew_ns = 0
setup_ws_ns = -0.0420
fmax_ghz = 0.153
period_minus_slack_ns = 6.54
worst_pin_slew_ns = 1.08
setup_tns_ns = -0.0628
setup_viol = 2

[synthesis]
yosysWarningCount = 2
avgSynthCellArea_um2 = 11.8
ys_cells = 4196
ys_seq_share_pct = 50.2
ys_area_mm2 = 0.0495
ys_types = 63
edf_count = 0
synth_cells = 4196
flop_cell = "dfrtp_1"
ys_ff = 992
syn_area_mm2 = 0.0495
synthArstFlopShare_pct = 100

[die]
die_w_um = 317
floorplan.core_util_pct = 50.3
core_mm2 = 0.0983
pin_count = 114
num_rows = 115
die_area_mm2 = 0.100
die_y_um = 317

[worst_hold_path]
hold_class = "flop to flop"
[stage by stage]
| step | utilization [%] | std cells |
|---|---|---|
| 2_1_floorplan | - | 4196 |
| 3_3_place_gp | 54.7 | 5492 |
| 3_5_place_dp | 54.7 | 5492 |
| 4_1_cts | 58.4 | 5683 |
| 5_1_grt | 58.4 | 5684 |
| 6_report | 58.5 | 5690 |
[per-layer routing]
metal / vias up / routed length [um] / share of wire, %
met1: 21500 / 85800 / 35
met2: 3832 / 97000 / 39
met4: 16 / 21500 / 8.7
met5: - / 168 / 0.068
li1: 16400 / - / -
met3: 1311 / 42200 / 17
[cells in the final DEF (no fill, tap or decap), types with 68 or more instances in the layout]
cell	instances
clkbuf_16	113
clkdlybuf4s50_1	110
nand2_1	187
dfrtp_1	992
a21oi_1	165
buf_4	274
a22oi_1	788
mux2_2	988
nor3_1	68
nand4_1	100
[logic make-up after synthesis]
logic type	after synthesis	share of synthesized area [%]
muxes	1005	22.9
buffers and inverters	430	4.01
and+or+nand+nor	658	6.71
AOI/OAI and AO/OA	1111	16.2
DFF	992	50.2
[worst max-delay path, delay by kind of cell]
| family | cells | cell delay [ns] |
|---|---|---|
| compound gates | 2 | 0.54 |
| simple gates | 4 | 1.59 |
| buf+inv | 4 | 1.78 |
[what timing repair did]
action | CTS | global route
gates resized | 1 | 1
setup buffers | 0 | 1
pin swaps | 1 | 1
setup endpoints to repair | 1 | 1
[power by group through the flow]
| stage | logic (mW) | registers, mW | clock network, mW |
|---|---|---|---|
| after CTS | 2.38 | 8.52 | 6.42 |
| after global routing | 2.58 | 8.69 | 6.64 |
| final | 2.42 | 8.59 | 6.40 |
[path summary, 6_finish.rpt]
kind / to / depth (start not counted) / start / slack, ns
setup reg to reg: register[24][21] / 1 / register[24][21] / 5.54
setup / recovery: rdata_A[11] / 10 / R_addr_A[3] / -0.04
min in group asynchronous: register[7][25] / 2 / rst / 1.03
hold reg to reg: register[18][31] / 1 / register[18][31] / 0.53
hold / removal: register[18][31] / 1 / register[18][31] / 0.53
max in group asynchronous: register[12][14] / 4 / rst / 3.78
[cell usage after synthesis, types with 17 or more instances]
| master | n | share of area, % |
|---|---|---|
| clkbuf_1 | 175 | 1.3 |
| a22o_1 | 17 | 0.30 |
| nand3_1 | 63 | 0.64 |
| buf_4 | 27 | 0.41 |
| a222oi_1 | 45 | 0.91 |
| buf_1 | 32 | 0.24 |
| nor4_1 | 17 | 0.21 |
| nand2_1 | 196 | 1.5 |
| dfrtp_1 | 992 | 50 |
| a221oi_1 | 20 | 0.35 |
| nor2_1 | 117 | 0.89 |
| nor3_1 | 68 | 0.69 |
| mux2_2 | 988 | 22 |
| o21ai_0 | 19 | 0.19 |
| nand4_1 | 100 | 1.3 |
| buf_2 | 184 | 1.9 |
| a31oi_1 | 23 | 0.29 |
| a22oi_1 | 788 | 12 |
| a21oi_1 | 165 | 1.7 |
[area by class of cell]
cell class,count,area [um^2]
Antenna cell,6,15.0
Multi-Input combinational cell,2774,23200
Sequential cell,992,24800
Clock inverter,33,395
Clock buffer,158,3260
Tap cell,1287,1610
Fill cell,7980,40800
Timing Repair Buffer,433,4120
Inverter,7,30.0
